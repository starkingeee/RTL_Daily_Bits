File: config.mk
export PLATFORM = sky130hd
export DESIGN_NAME = multiplication
export DESIGN_NICKNAME = multiplication
export VERILOG_FILES = /design/flow/design.v
export SDC_FILE = /design/flow/constraint.sdc
export NUM_CORES = 4
export LEC_CHECK = 1
export CORE_AREA = 10 10 75 75
export DIE_AREA = 0 0 85 85
File: constraint.sdc
current_design multiplication

set clk_period 14.0
set clk_io_pct 0.2

create_clock -name clk0 -period $clk_period

set non_clock_inputs [all_inputs -no_clocks]
set_input_delay [expr $clk_period * $clk_io_pct] -clock clk0 $non_clock_inputs
set_output_delay [expr $clk_period * $clk_io_pct] -clock clk0 [all_outputs]
File: design.v
module multiplication(a,b,out);
 parameter n=5;
 input [n-1:0]a,b;
 output [n*2:1]out;
 integer adder;
 integer i;
 always @(*)
 begin
 adder = 0;
 for (i=0;i<n;i=i+1)
  begin
  if(b[i]) adder = adder+(a<<i);
  end  
 end
 assign  out = adder;
endmodule
File: run.sh
#!/bin/bash
# OpenROAD 26Q1-2900-gdf79404cd8, Yosys 0.63+post, stock flow scripts
make -C /OpenROAD-flow-scripts/flow DESIGN_CONFIG=/design/flow/config.mk WORK_HOME=/design/flow/orfs finish
==> results.sh <==
# source this file to load flow results
export IMPL_outcome="completed"
export IMPL_max_slew_margin_pct=72.5
export IMPL_peak_fanout_along_the_critical_path=8
export IMPL_p_seq_share_pct=0
export IMPL_critPathLaunch="a[1]"
export IMPL_switching_power_uw=33.0
export IMPL_hold_class="in -> out"
export IMPL_mi_comb_area_sq_um=972
export IMPL_grt_pass1_wl_mm=4.02
export IMPL_vias=904
export IMPL_worstSetupStartpointType="input port"
export IMPL_synth_cell_type_count=39
export IMPL_stdcell_count=190
export IMPL_synth_area_per_cell_sq_um=8.17
export IMPL_worst_path_max_delay_cell="clkdlybuf4s50_1"
export IMPL_global_route_overflow_total=0
export IMPL_remaining_drc_errors=0
export IMPL_worst_ep_arrival_time_ns=8.34
export IMPL_leading_cell_types_by_total_area_after_synthesis="ha_1 (25%), mux2_2 (8.9%), fa_1 (7.9%), xnor2_1 (7.8%), a21o_1 (5.2%)"
export IMPL_hold_buf_cts=0
export IMPL_nClkBuffers=0
export IMPL_drtIter0Drc=25
export IMPL_worst_setup_path_type="in -> out"
export IMPL_yosysSeqAreaShare_pct=0
export IMPL_share_clk_of_total_power_pct=0
export IMPL_peakVddDrop_v=0.0000272
export IMPL_antenna_cells_inserted=0
export IMPL_fp_coreArea_sq_um=4060
export IMPL_netSwitchingFraction_pct=41.3
export IMPL_number_of_filler_instances_in_the_final_layout=410
export IMPL_layout_cell_share_with_drive_strength_beyond_1_pct=11.4
export IMPL_first_pass_iters=4
export IMPL_final_max_slew_violation_count=0
export IMPL_place_congestion=0.804
export IMPL_postCtsSetupBuffers=0
export IMPL_cp_buffers_inverters=4
export IMPL_ordered_cell_list_for_the_critical_path="clkdlybuf4s50_1 > and2_1 > ha_1 > inv_1 > fa_1 > nand2b_1 > nand3_1 > xnor2_1 > inv_1 > fa_1 > xnor2_1 > a22oi_1 > o211ai_1 > fa_1 > mux2_2 > ha_1 > fa_1 > a21o_1 > a21oi_1 > xnor2_1 > mux2_2 > clkdlybuf4s50_1"
export IMPL_syn2layout_area_growth_pct=24.1
export IMPL_detail_route_vias_per_cell=4.76
export IMPL_time_the_final_worst_path_needs_with_i_o_delays_and_setup_ns=11.14
export IMPL_worstHoldPathCells=3
export IMPL_place_detailed_instances=190
export IMPL_die_width_um=85
export IMPL_grt_start_max_net_pins=12
export IMPL_final_period_utilization_pct=79.5
export IMPL_synth_top_cell_by_area="ha_1"
export IMPL_yosysTopAreaCellShare_pct=24.7
export IMPL_critPathMaxStageDelay_ns=0.71
export IMPL_track_usage_pct=6.30
export IMPL_number_of_antenna_violations_at_the_first_check_in_global_routing=0
export IMPL_min_delay_worst_endpoint="out[1]"
export IMPL_finalWirelength_mm=2.29
export IMPL_timing_max_cap_violations=0
export IMPL_fp_util_pct=25.0
export IMPL_grt_pass1_vias=863
export IMPL_final_hold_violation_count=0
export IMPL_yosysWarningCount=1
export IMPL_ios=20
export IMPL_syn_instance_count=124
export IMPL_setup_tns_ns=0
export IMPL_grt_setup_unrepaired="false"
export IMPL_timing_hold_worst_start="b[0]"
export IMPL_end_kind="output port"
export IMPL_cellInternalPower_uw=47.0
export IMPL_critPathTopFamily="adder cells"
export IMPL_ff_count=0
export IMPL_total_die_size_sq_um=7230
export IMPL_yosysChipArea_sq_um=1010
export IMPL_dp_hpwl_mm=1.95
export IMPL_power_density_cell_area_nw_per_um2=63.6
export IMPL_ctsResizeCount=0
export IMPL_openroad_warnings=34
export IMPL_ff_latch_area_sq_um=0
export IMPL_setup_violations=0
export IMPL_yosys_instances=124
export IMPL_logic_pwr_share_pct=100.0
export IMPL_routed_wire_length_per_instance_um=12.0
export IMPL_mappedNetlistArea_sq_um=1010
export IMPL_timing_critical_path_mode_cell="fa_1"
export IMPL_floorplan_rows=23
export IMPL_worstSetupPathDepth=22
export IMPL_power_static_leakage_nw=0.573
export IMPL_port_buffers=20
export IMPL_slew_at_the_pin_with_the_worst_max_slew_slack_ns=0.411
export IMPL_drtAntennaViolNets=0
export IMPL_die_y_um=85
export IMPL_timing_critical_path_required_ns=11.20
export IMPL_achievable_frequency_mhz=89.8
stage by stage:
stage	util (%)	hold WS, ns	total power [mW]	cell area (sq um)	worst slack [ns]
6_report	31.0	6.68	0.0799	1260	2.86
5_1_grt	31.0	6.77	0.0917	1260	2.36
4_1_cts	31.0	6.70	0.0819	1260	2.79
3_5_place_dp	31.0	6.70	0.0813	1260	2.80
3_3_place_gp	31.0	6.70	0.0813	1260	2.83
2_1_floorplan	-	5.67	0.0533	1010	4.40
worst max path at each step:
stage | to | slack [ns]
finish | out[9] | 2.86
global route | out[9] | 2.36
CTS | out[9] | 2.79
metal layers:
metal / up-vias / track usage [%] / wire (um)
li1: 484 / - / -
met1: 406 / 9.74 / 1230
met2: 14 / 9.13 / 920
met3: 0 / 1.35 / 135
met4: 0 / 0 / 0
met5: - / 0 / 0
synthesized netlist by cell type (2+ instances only):
master	number
o211ai_1	2
o21a_1	2
nand2b_1	3
fa_1	4
ha_1	20
mux2_2	8
inv_1	6
xnor2_1	9
a21oi_1	9
buf_2	2
nand3_1	5
and3_1	2
xor2_1	2
and2_1	4
a21o_1	7
nor2_1	5
nand2_1	10
o21ai_0	3
final cells by class:
| class | instances | share of cell area [%] |
|---|---|---|
| tap | 50 | 4.98 |
| multi-input combinational | 114 | 77.3 |
| inverter | 6 | 1.79 |
| timing repair buffer | 20 | 15.9 |
cell usage in the layout, fill, tap and decap left out, drive strengths merged, types with 4 or more instances in the layout:
cell type	instances
clkdlybuf4s50	20
inv	6
fa	4
mux2	9
a21oi	9
xnor2	9
ha	20
nand3	5
nor2	5
o21ai	4
a21o	7
nand2	10
and2	5
power by group through the flow:
stage | Combinational (mW) | Clock, mW | Sequential (mW)
finish | 0.0799 | 0 | 0
global route | 0.0917 | 0 | 0
CTS | 0.0819 | 0 | 0
kinds of logic after synthesis:
kind of cell / Yosys count / synth area share, %
buffers and inverters: 10 / 4.07
AOI/OAI and AO/OA: 33 / 23.5
adders and majority gates: 24 / 32.6
and+or+nand+nor: 36 / 19.0
muxes: 10 / 11.4
xor gates and xnor gates: 11 / 9.51
No activity file was given, so power comes from the tool's default toggle rates.
