File: ./constraint.sdc
current_design genrate

set clk_period 12.4
set clk_io_pct 0.2

create_clock -name clk0 -period $clk_period

set non_clock_inputs [all_inputs -no_clocks]
set_input_delay [expr $clk_period * $clk_io_pct] -clock clk0 $non_clock_inputs
set_output_delay [expr $clk_period * $clk_io_pct] -clock clk0 [all_outputs]
File: ./config.mk
export PLATFORM = sky130hd
export DESIGN_NAME = genrate
export DESIGN_NICKNAME = genrate
export VERILOG_FILES = /design/flow/design.v
export SDC_FILE = /design/flow/constraint.sdc
export NUM_CORES = 4
export LEC_CHECK = 1
export CORE_AREA = 10 10 70 70
export DIE_AREA = 0 0 80 80
File: ./design.v
module genrate(in1,in2,sum,cout,cin);
 input [15:0] in1,in2;
 input cin;
 output [15:0] sum;
 output cout;
 wire [16:0] w; 
  assign w[0] = cin;       
 genvar i;
 generate
  for(i=0;i<16;i=i+1)
  begin
   adder1_bit add(in1[i],in2[i],w[i],sum[i],w[i+1]) ;
  end 
 endgenerate
 assign cout = w[16];
endmodule
module adder1_bit(in1,in2,cin,sum,cout);
 input in1,in2,cin;
 output sum,cout;
 assign {cout,sum}=in1+in2+cin;
endmodule
File: ./run.sh
#!/bin/bash
# OpenROAD 26Q1-2900-gdf79404cd8, Yosys 0.63+post, stock flow scripts
make -C /OpenROAD-flow-scripts/flow DESIGN_CONFIG=/design/flow/config.mk WORK_HOME=/design/flow/orfs finish
==> flow_summary.json <==
{
  "crit_path_end_kind": "output port",
  "grt.total_usage": 0.0488,
  "report.final.slew_viol_count": 0,
  "cts_setup_buffers": 0,
  "min_to": "cout",
  "drive_gt1_frac": 0,
  "fa_ha_area_frac": 0.670,
  "nFlopsAndLatches": 0,
  "fp.coreArea_mm2": 0.00342,
  "synth_top_cell_by_area": "fa_1",
  "hold_path_startpoint": "in1[15]",
  "worst_pin_slew_ns": 0.105,
  "hold_class": "primary input to output port",
  "grt_pass1_wl_mm": 2.43,
  "yosysCellCount": 42,
  "ys_types": 3,
  "p_leak_nw": 0.366,
  "aoi_share": 0,
  "vdd_drop_max_mv": 0.0151,
  "drtIter0Drc": 3,
  "yosys_area_um2": 478,
  "grt_start_max_net_pins": 2,
  "antenna_cells": 0,
  "worst_ep_required_time_ns": 9.92,
  "holdPathStages": 5,
  "die_area_mm2": 0.00640,
  "powerDensity_mw_per_mm2": 47.3,
  "maxSlewHeadroom": 0.930,
  "place.gp.congestion": 0.861,
  "drt_pass1_iterations": 2,
  "place_hpwl_mm": 1.56,
  "cp.arrival_ns": 9.57,
  "ys_warn_count": 0,
  "fp-utilization": 0.140,
  "setup_violations": 0,
  "row_count": 21,
  "drc": 0,
  "final-hold-violation-count": 0,
  "area_leaders": "fa_1, buf_4, inv_1",
  "grt_remaining_overflow": 0,
  "die_y_um": 80,
  "worstSetupPathType": "primary input to output port",
  "ys_sh_simple": 0,
  "area_growth_syn_to_layout_pct": 91.6,
  "grt_pass1_vias": 492,
  "vias": 398,
  "muxShareOfSynthArea": 0,
  "logic_family": "adder cells",
  "portBuffers": 50,
  "tns_ns": 0,
  "status": "finished clean",
  "io_pins": 50,
  "synthTopCellsByCount": "buf_4, fa_1, inv_1",
  "tool_warnings": 32,
  "drt.antenna.violating_nets": 0,
  "syn_avg_cell_area_um2": 11.4,
  "synth_top_area_share": 0.670,
  "ys_sh_xor": 0,
  "ctsResizeCount": 0,
  "syn-instance-count": 42,
  "die-width_um": 80,
  "max-cap-violations": 0,
  "drt_wl_total_mm": 1.58,
  "max_freq_mhz": 83.0,
  "rsz0062_at_grt": "false",
  "period_used_share": 0.972,
  "holdBufCountCts": 0,
  "wl_per_cell_um": 12.9,
  "avgViaCountPerCell": 3.26,
  "nClkBuffers": 0,
  "whs_ns": 6.03,
  "postSynthSeqShare": 0,
  "regArea_um2": 0,
  "cp-start-kind": "primary input",
  "synth_area_um2": 478,
  "power_uw": 43.3,
  "post-route-min-period_ns": 12.05,
  "antenna_found_initial": 0,
  "cp_max_fo": 1
}
per-layer routing:
| layer | GRT usage | vias to the layer above | routed length (um) |
|---|---|---|---|
| met4 | 0 | 0 | 0 |
| met2 | 0.0634 | 50 | 477 |
| met5 | 0 | - | 0 |
| met1 | 0.0573 | 180 | 609 |
| li1 | - | 168 | - |
| met3 | 0.0523 | 0 | 487 |
layout by cell type (no fill, tap or decap), drive strengths merged:
cell type / n
fa: 16
clkdlybuf4s50: 50
inv: 10
how the worst max path moves through the flow:
stage,startpoint,to,slack (ns),depth (start not counted)
CTS,in2[0],sum[15],0.32,22
finish,in2[0],sum[15],0.35,22
global route,in2[0],sum[15],0.06,22
layout make-up:
class | instances | area [um2]
Fill cell | 365 | 2500
Timing Repair Buffer | 50 | 500
Multi-Input combinational cell | 16 | 320
Tap cell | 46 | 57.6
Inverter | 10 | 37.5
metrics by stage:
step                instance area [um2]  setup WS [ns]  std cells  utilization
global route                        916         0.0597        122        0.268
CTS                                 916          0.319        122        0.268
global placement                    916          0.356        122        0.268
detailed placement                  916          0.329        122        0.268
finish                              916          0.351        122        0.268
floorplan                           478           1.31         42            -
worst max-delay path, stage by stage:
cell	delay, ns
clkdlybuf4s50_1	0.41
inv_1	0.07
fa_1	0.16
inv_1	0.05
fa_1	0.37
fa_1	0.39
fa_1	0.38
fa_1	0.39
fa_1	0.39
fa_1	0.39
fa_1	0.39
fa_1	0.39
fa_1	0.38
fa_1	0.39
fa_1	0.39
fa_1	0.39
fa_1	0.39
fa_1	0.36
inv_1	0.08
fa_1	0.40
inv_1	0.06
clkdlybuf4s50_1	0.47
power breakdown:
group	total, mW	internal, mW	switching (mW)
Sequential	0	0	0
Clock	0	0	0
Combinational	0.0433	0.0320	0.0113
Total	0.0433	0.0320	0.0113
cells by family after synthesis:
group,count (synthesis)
adders and majority gates,16
buffers and inverters,26
Power figures rest on the tool's default switching activity, not on a simulated workload.
