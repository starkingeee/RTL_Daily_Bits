<file path="run.sh">
#!/bin/bash
# OpenROAD 26Q1-2900-gdf79404cd8, Yosys 0.63+post, stock flow scripts
make -C /OpenROAD-flow-scripts/flow DESIGN_CONFIG=/design/flow/config.mk WORK_HOME=/design/flow/orfs finish
</file>
<file path="config.mk">
export PLATFORM = sky130hd
export DESIGN_NAME = detector_101010
export DESIGN_NICKNAME = detector_101010
export VERILOG_FILES = /design/flow/design.v
export SDC_FILE = /design/flow/constraint.sdc
export NUM_CORES = 4
export LEC_CHECK = 1
export CORE_AREA = 10 10 70 70
export DIE_AREA = 0 0 80 80
</file>
<file path="constraint.sdc">
current_design detector_101010

set clk_period 1.9
set clk_io_pct 0.2

create_clock -name clk0 -period $clk_period [get_ports {clock}]

set non_clock_inputs [all_inputs -no_clocks]
set_input_delay [expr $clk_period * $clk_io_pct] -clock clk0 $non_clock_inputs
set_output_delay [expr $clk_period * $clk_io_pct] -clock clk0 [all_outputs]
</file>
<file path="design.v">
`timescale 1ns / 1ps
module detector_101010(clock,x,z);
 input clock,x;
 output reg z;
 parameter s0=0,s1=1,s2=2,s3=3,s4=4,s5=5;
 reg [2:0] state;
 always @(posedge clock)
  begin
    case(state)
     s0:begin 
      z=x?0:0;
      state=x?s1:s0;
     end
     s1:begin
      z=x?0:0;
      state=x?s1:s2;
     end
      s2:begin
      z=x?0:0;
      state=x?s3:s0;
     end
      s3:begin
      z=x?0:0;
      state=x?s1:s4;
     end
      s4:begin
      z=x?0:0;
      state=x?s5:s0;
     end
      s5:begin
      z=x?0:1;
      state=x?s1:s4;
     end
     default: state=s0;
     endcase
  end
endmodule
</file>
==> out/metrics.yaml <==
synth:
  yosys_warnings: 1
  xor_area_frac: 0.05072
  netlist.area_leader.share: 0.3478
  mux_area_frac: 0
  ys_cells: 15
  area_leaders: "dfxtp_1 (35%), edfxtp_1 (17%), nand2b_1 (7.2%)"
  top_logic_kind: "simple AND/OR/NAND/NOR gates"
  ys_chip_area_sq_um: 172.7
  fa_ha_area_frac: 0
  yosys.area.top_type: "dfxtp_1"
  seq_area_frac_synth: 0.5217
  syn_inst: 15
  syn_area_per_cell_sq_um: 11.51
  ys_ff: 4
  ys_sh_simple: 0.3043
  aoi_share: 0.1232
  ys_types: 12
  syn_area_sq_um: 172.7
die:
  die_w_um: 80
  core_area_sq_um: 3416
  fp-row-count: 21
  fp_util: 0.05055
  die_height_um: 80
  io_pins: 3
  dieArea_sq_um: 6400
place:
  place_ws_ns: 0.4397
  dpl.cell_count: 63
  numPortBuffers: 2
  gp_congestion: 0.6065
hold_path:
  hold_class: "flip-flop to flip-flop"
grt:
  grt_max_degree: 6
  gr-usage-all-layers: 0.01091
  grt_pass1_vias: 138
  grt_pass1_wl_um: 531
  antenna_found_initial: 0
  overflow: 0
critical_path:
  critPathLaunchType: "flip-flop"
  critPathSlowestCell: "clkdlybuf4s50_1"
  cp_max_fo: 1
  crit_family: "buffers and inverters"
  end_kind: "output port"
  crit_path_max_incr_delay_ns: 0.49
  path_buffers: 1
  critPathArrivalTime_ns: 1.04
  cp_data_required_time_ns: 1.52
  worstSetupPathType: "flip-flop to output port"
  crit_path_cell_trace: "clkdlybuf4s50_1"
timing:
  finalClockPeriodUsage: 0.7477
  hold_viol: 0
  slew_violations: 0
  setup_tns_ns: 0
  rsz0062_at_grt: "false"
  setup_viol: 0
  slew_headroom: 0.8875
  skew_ns: 0.01259
  finalCriticalPeriod_ns: 1.421
  worst_pin_slew_ns: 0.1675
  fmax_ghz: 0.7039
  worst_slack_ns: 0.4793
drt:
  vias: 127
  routed_wl_um: 328
  ant_nets: 0
  drtIter0Drc: 0
  viasPerCell: 1.896
  antennaDiodeCount: 0
  wire_per_inst_um: 4.896
  remaining_drc_errors: 0
  drtPass1Iterations: 1
clock_network:
  postCtsResizedCells: 0
  cts_setup_buffers: 0
  clk_latency_ns: 0.24
  cts_max_level: 1
  cts.sinks: 4
  cts_hold_buffers: 0
  clockBufferDepth: 2
  cts_buffers: 3
  tritoncts: "yes"
  cts_root_buf: "clkbuf_4"
  clkTransAtPathRegs_ns: 0.04
cells_and_area:
  drive_above_1_share: 0.3333
  layoutNonFillerInstCount: 67
  area_growth_pct: 60.14
power_and_ir_drop:
  power_leakage_nw: 0.08135
  peakVddDrop_v: 0.0003401
  p_per_area_nw_per_um2: 858.8
status:
  status: "finished clean"
run:
  warning_count: 25
  cap_violations: 0
## routing by layer
| metal | GRT usage | wire (um) |
|---|---|---|
| met3 | 0.01250 | 47 |
| met5 | 0 | 0 |
| met4 | 0.003521 | 0 |
| met2 | 0.01525 | 128 |
| met1 | 0.01003 | 152 |
## report_power, final
part | internal (W) | total, W | switching (W)
combinational | 0.0000134 | 0.0000217 | 0.00000831
clock | 0.0000788 | 0.000116 | 0.0000367
sequential | 0.0000941 | 0.000100 | 0.00000608
## per-stage QoR
stage | hold WS [ns] | utilization | total power (W) | instance area (sq um)
floorplan | 0.4285 | - | 0.0001148 | 172.7
global placement | 0.4477 | 0.07326 | 0.0001211 | 250.2
detailed placement | 0.4590 | 0.07326 | 0.0001230 | 250.2
CTS | 0.4834 | 0.08095 | 0.0002422 | 276.5
global route | 0.5127 | 0.08095 | 0.0002526 | 276.5
finish | 0.4867 | 0.08095 | 0.0002375 | 276.5
## final cells by class
class | count | area [sq um]
Sequential cell | 4 | 90.09
Fill cell | 410 | 3139
Timing Repair Buffer | 2 | 20.02
Multi-Input combinational cell | 11 | 82.58
Tap cell | 46 | 57.56
Clock buffer | 4 | 26.28
## synthesized netlist by cell type
library cell	n
edfxtp_1	1
or2b_2	1
or3b_1	1
nand2_1	1
nand2b_1	2
nor2_1	1
xnor2_1	1
dfxtp_1	3
nand3b_1	1
and2_2	1
a21oi_2	1
o22ai_2	1
## final timing paths
| check | start | to | slack, ns | cells after the start |
|---|---|---|---|---|
| hold reg to reg | state[2]$_DFF_P_ | state[1]$_DFF_P_ | 0.49 | 1 |
| hold / removal | state[2]$_DFF_P_ | state[1]$_DFF_P_ | 0.49 | 1 |
| setup reg to reg | state[0]$_DFF_P_ | state[1]$_DFF_P_ | 0.99 | 2 |
| setup / recovery | z$_DFFE_PP_ | z | 0.48 | 1 |
## state kept, by name, summed over array words and instances, names as in the netlist
name / count
state: 3
z: 1
## cells by family after synthesis
logic type / Yosys count
xor gates and xnor gates: 1
AOI/OAI and AO/OA: 2
and+or+nand+nor: 8
DFF: 4
## layout by cell type (no fill, tap or decap), drive strengths merged
cell / synthesis / routed
clkbuf: 0 / 4
dfxtp: 3 / 3
nand2b: 2 / 2
clkdlybuf4s50: 0 / 2
nand2: 1 / 1
and2: 1 / 1
or3b: 1 / 1
nand3b: 1 / 1
a21oi: 1 / 1
or2b: 1 / 1
xnor2: 1 / 1
o22ai: 1 / 1
nor2: 1 / 1
edfxtp: 1 / 1
No activity file was given, so power comes from the tool's default toggle rates.
